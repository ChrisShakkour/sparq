`./design.v`:
```
`timescale 1ns/1ns
module IntAdder
  #(
    parameter integer  W_IN_A =8,
    parameter integer  W_IN_B =16,
    localparam integer W_MAX_OP = ((W_IN_A > W_IN_B) ? W_IN_A : W_IN_B),
    localparam integer W_OUT_X = W_MAX_OP + 1
    )
  (
   input logic [W_IN_A-1:0]   in_a,  
   input logic [W_IN_B-1:0]   in_b,  
   output logic [W_OUT_X-1:0] out_x
   );
  logic                       sign_of_a;
  logic [W_MAX_OP-1:0]        a_extended;
  logic [W_MAX_OP-1:0]        a_pre_adder;
  logic                       sign_of_b;
  logic [W_MAX_OP-1:0]        b_extended;
  logic [W_MAX_OP-1:0]        b_pre_adder;
  assign sign_of_a = in_a[W_IN_A-1];
  assign a_extended = (W_MAX_OP==W_IN_A) ? in_a : signed'(in_a);
  assign a_pre_adder = (sign_of_a ? -a_extended : a_extended);
  assign sign_of_b = in_b[W_IN_B-1];  
  assign b_extended = (W_MAX_OP==W_IN_B) ? in_b : signed'(in_b);
  assign b_pre_adder = (sign_of_b ? -b_extended : b_extended);
  assign out_x = a_pre_adder + b_pre_adder;
endmodule  
`timescale 1ns/1ns
module IntMult
  #(
    parameter integer  W_IN_A =8,
    parameter integer  W_IN_B =16,
    localparam integer W_OUT_X =W_IN_B+W_IN_A
    )
   (
    input logic [W_IN_A-1:0]   in_a,
    input logic [W_IN_B-1:0]   in_b,
    output logic [W_OUT_X-1:0] out_x
    );
   logic 		       sign_of_a;
   logic 		       sign_of_b;
   logic 		       sign_of_x;
   logic [W_IN_A-1:0] 	       in_a_unsigned;
   logic [W_IN_B-1:0] 	       in_b_unsigned;
   logic [W_OUT_X-1:0] 	       out_x_unsigned;
   assign sign_of_a		= in_a[W_IN_A-1];
   assign sign_of_b		= in_b[W_IN_B-1];
   assign sign_of_x		= sign_of_b^sign_of_a;      
   assign in_a_unsigned		= (sign_of_a) ? -in_a : in_a;   
   assign in_b_unsigned		= (sign_of_b) ? -in_b : in_b;
   assign out_x_unsigned	= in_a_unsigned * in_b_unsigned;
   assign out_x			= (sign_of_x) ? -out_x_unsigned : out_x_unsigned;      
endmodule  
`timescale 1ns/1ns
module IntProccessingElement
  #(
    parameter integer  W_IN_A =8,
    parameter integer  W_IN_B =16,
    localparam integer W_OUT_X =W_IN_B + W_IN_A
    )
   (
    input logic 	       clk,
    input logic 	       rstn,
    input logic 	       set_zero,
    input logic 	       set,
    input logic [W_OUT_X-1:0]  set_value,
    input logic [W_IN_A-1:0]   in_a,
    input logic [W_IN_B-1:0]   in_b,
    output logic [W_OUT_X-1:0] out_x,
    output logic 	       overflow	       
    );
   logic [W_OUT_X-1:0] 	       mult_results;
   logic [W_OUT_X:0] 	       adder_result;
   logic [W_OUT_X-1:0] 	       partial_sum;
   assign out_x          = partial_sum;
   assign overflow       = adder_result[W_OUT_X];
   always_ff @(posedge clk or negedge rstn) begin
      if(~rstn)         partial_sum <= '0;
      else if(set_zero) partial_sum <= '0;
      else if(set)      partial_sum <= set_value;
      else              partial_sum <= adder_result[W_OUT_X-1:0];
   end
   IntMult
     #(.W_IN_A (W_IN_A),
       .W_IN_B (W_IN_B))
   Multiplier_inst
     (
      .in_a    (in_a),
      .in_b    (in_b),
      .out_x   (mult_result)
      );
   IntAdder
     #(.W_IN_A (W_OUT_X),
       .W_IN_B (W_OUT_X))
   Adder_inst
     (
      .in_a    (mult_result),
      .in_b    (partial_sum),
      .out_x   (adder_result)
      );
endmodule  
```
`./run.sh`:
```
#!/bin/bash
# OpenROAD 26Q1-2900-gdf79404cd8, Yosys 0.63+post, stock flow scripts
make -C /OpenROAD-flow-scripts/flow DESIGN_CONFIG=/design/flow/config.mk WORK_HOME=/design/flow/orfs finish
```
`./config.mk`:
```
export PLATFORM = sky130hd
export DESIGN_NAME = IntProccessingElement
export DESIGN_NICKNAME = IntProccessingElement
export VERILOG_FILES = /design/flow/design.v
export SDC_FILE = /design/flow/constraint.sdc
export NUM_CORES = 4
export LEC_CHECK = 1
export CORE_AREA = 10 10 108 108
export DIE_AREA = 0 0 118 118
```
`./constraint.sdc`:
```
current_design IntProccessingElement

set clk_period 5.2
set clk_io_pct 0.2

create_clock -name clk0 -period $clk_period [get_ports {clk}]

set non_clock_inputs [all_inputs -no_clocks]
set_input_delay [expr $clk_period * $clk_io_pct] -clock clk0 $non_clock_inputs
set_output_delay [expr $clk_period * $clk_io_pct] -clock clk0 [all_outputs]
```
==> job_summary.md <==
### Metrics collected by this job

| Metric | Value |
|---|---|
| Outcome | finished, final reports clean |
| Antenna-violating nets left | 0 |
| Final hold violations | 0 |
| Largest net degree at the start of global routing | 32 |
| Worst-path maximum fanout | 11 |
| Design Area, Final | 2970 um2 |
| Post-synth top area cell | dfrtp_1 |
| Clock Path Buffers | 2 |
| Max FFs per register | 24 |
| DR vias/cell | 4.98 |
| Yosys cell types | 64 |
| Slew @ Worst Pin | 0.845 ns |
| CTS Hold Bufs | 0 |
| Yosys Instances | 277 |
| Slew Limit Fails | 0 |
| Cycle use final | 70.5% |
| Clk slew on worst S/H paths | 0.09 ns |
| Die height | 118 um |
| Met1 usage | 15.1% |
| Post-CTS setup buffer count | 0 |
| Finish-stage setup viols | 0 |
| Cell area power density | 190 nW/um2 |
| PortBufs | 53 |
| GR Util met2 | 15.1% |
| # DRC | 0 |
| Yosys stat area | 2310 um2 |
| Yosys reg bits | 24 |
| Area share, top type | 26.0% |
| Minimum clock period after layout | 3.67 ns |
| Area Growth Syn to Fin | 28.7% |
| Worst endpoint required time | 5.38 ns |
| Antenna Cells | 0 |
| Setup crit end kind | flop |
| Die Width | 118 um |
| Cell Area, Synth | 2310 um2 |
| Core Util at FP | 24.9% |
| Wire per inst | 15.4 um |
| Setup Skew | 0.00660 ns |
| Cell total after placement | 444 |
| Initial DRC Count | 147 |
| Unrepaired setup endpoints after global routing | no |
| Chip area | 13,900 um2 |
| Hold WC Path Type | reg2reg |
| First-pass GRT wire length | 11.8 mm |
| Root Driver | clkbuf_8 |
| Cell area leaders | dfrtp_1 26%, xnor2_1 5.7%, xor2_1 5.3% |
| Pre-CTS WS | 1.32 ns |
| Static leakage | 1.07 nW |
| Post-CTS resize count | 0 |
| Pre-Repair DR Iteration Count | 4 |
| Post-synth EDFFs | 0 |
| CTS Buf Count | 3 |
| Layout cells sized above 1 | 7.55% |
| Fmax | 273 MHz |
| Final setup TNS | 0 ns |
| Grt total ovfl | 0 |
| Fraction of registers with async set/reset | 100% |
| Finished Layout Cells | 447 |
| Top Registers | partial_sum: 24 flops |
| Setup ws final | 1.53 ns |
| Initial antenna violation count | 0 |
| Total GRT Usage | 9.96% |
| YS warnings | 4 |
| DP Area | 2930 um2 |
| Avg Cell Area, Syn | 8.34 um2 |
| Cells after Synth | 277 |
| CTS tree | done |
| Rows | 35 |
| Latency at later pin | 0.27 ns |
| Placer Congestion | 0.878 |
| Register bank with the most flops | partial_sum |
| H-tree levels | 1 |
| Vias in the first global route | 2,272 |
| Global routing usage on met3 | 1.26% |
| HPWL Detailed | 5.25 mm |
| Top Ports | 77 |
| Maxcap violations | 0 |
| Synth Seq Share | 26.0% |
| Worst rel slew slack | 43.5% |
| GRT busiest layer | met2 |
| Crit Path Category | reg2reg |
| Worst setup SP type | flop |
| Critical Path AT | 3.84 ns |
| Core ar. | 9280 um2 |
| Final Power | 0.566 mW |
| Via count | 2,228 |
| Most used DFF post-synth | dfrtp_1 |
| Total wire length | 6.88 mm |
| VDD IR max | 0.106 mV |
| Clk sinks | 24 |
| Log Warnings | 47 |
## area by class of cell
cell class                      count  area, um2
Fill cell                        1013       6310
Multi-Input combinational cell    227       1590
Sequential cell                    24        601
Timing Repair Buffer               56        553
Tap cell                          129        161
Clock buffer                        3       41.3
Inverter                            8       30.0
## layer usage
| metal | share of wire, % | up-vias |
|---|---|---|
| met1 | 50 | 1043 |
| li1 | - | 1125 |
| met5 | 0 | - |
| met2 | 46 | 58 |
| met4 | 0.70 | 0 |
| met3 | 4.0 | 2 |
## cell usage after synthesis (4+ instances only)
library cell / number
buf_2: 5
nand2_1: 27
clkbuf_1: 8
nor2b_1: 4
a31oi_1: 4
dfrtp_1: 24
or2_2: 5
o21ai_0: 8
o41ai_1: 5
nor4_1: 5
xor2_1: 14
a21oi_1: 12
or3_1: 9
inv_1: 7
xnor2_1: 15
o31ai_1: 11
nand3_1: 12
or4_1: 8
nor2_1: 19
nand2b_1: 5
## cell families after synthesis
family	share of synthesized area, %
buffers and inverters	5.31
XOR/XNOR	11.0
AND/OR/NAND/NOR	31.2
adder cells (fa/ha/maj)	1.63
flip-flops	26.0
AND-OR/OR-AND	23.4
multiplexers	1.30
other	0.162
## path summary, 6_finish.rpt
| path | from | slack (ns) | depth (start not counted) | end |
|---|---|---|---|---|
| worst max-delay path | partial_sum[1] | 1.53 | 9 | partial_sum[23] |
| max in group asynchronous | rstn | 3.81 | 2 | partial_sum[11] |
| worst max register to register | partial_sum[1] | 1.53 | 9 | partial_sum[23] |
| worst min-delay path | partial_sum[22] | 0.74 | 3 | partial_sum[23] |
| worst min register to register | partial_sum[22] | 0.74 | 3 | partial_sum[23] |
| min in group asynchronous | rstn | 1.14 | 2 | partial_sum[3] |
## report_power, final
group	internal [mW]	switching, mW	total (mW)	leakage, nW
registers	0.201	0.0311	0.232	0.316
logic	0.109	0.109	0.219	0.733
clock network	0.0519	0.0631	0.115	0.0216
total	0.362	0.204	0.566	1.07
## cells in the final DEF (no fill, tap or decap), types with 7 or more instances in the layout
cell type,instances
xnor2_1,15
o31ai_1,11
nor2_1,19
inv_1,7
a21oi_1,12
nand3_1,12
xor2_1,14
dfrtp_1,24
o21ai_0,8
or3_1,9
nand2_1,27
clkdlybuf4s50_1,53
or4_1,8
## per-stage QoR
step,hold WS [ns],utilization [%]
final,0.745,32.0
after global routing,0.802,32.0
after CTS,0.762,32.0
after detailed placement,0.747,31.6
after global placement,0.745,31.6
after floorplan,0.652,-
## worst max-delay path, cell delays in order (launching register included)
cell and delay [ns]:
dfrtp_1 0.50, inv_1 0.11, ha_1 0.25, or4b_4 0.62, nand4b_1 0.35, o31ai_1 0.33
xor2_1 0.14, or3_1 0.46, or4_1 0.57, a221oi_2 0.25
Power figures rest on the tool's default switching activity, not on a simulated workload.
