**./run.sh**
```bash
#!/bin/bash
# OpenROAD 26Q1-2900-gdf79404cd8, Yosys 0.63+post, stock flow scripts
make -C /OpenROAD-flow-scripts/flow DESIGN_CONFIG=/design/flow/config.mk WORK_HOME=/design/flow/orfs finish
```
**./config.mk**
```make
export PLATFORM = sky130hd
export DESIGN_NAME = FpProccessingElement
export DESIGN_NICKNAME = FpProccessingElement
export VERILOG_FILES = /design/flow/design.v
export SDC_FILE = /design/flow/constraint.sdc
export NUM_CORES = 4
export LEC_CHECK = 1
export CORE_UTILIZATION = 40
```
**./constraint.sdc**
```tcl
current_design FpProccessingElement

set clk_period 15.8
set clk_io_pct 0.2

create_clock -name clk0 -period $clk_period [get_ports {clk}]

set non_clock_inputs [all_inputs -no_clocks]
set_input_delay [expr $clk_period * $clk_io_pct] -clock clk0 $non_clock_inputs
set_output_delay [expr $clk_period * $clk_io_pct] -clock clk0 [all_outputs]
```
**./design.v**
```verilog
`timescale 1ns/1ns
module FpAdder
  #(
    parameter integer  W_MANTISSA = 8,
    parameter integer  W_EXPONENT = 8,
    localparam integer W_FP_NUMBER = W_MANTISSA + W_EXPONENT + 1  
    )
   (
    input logic [W_FP_NUMBER-1:0]  in_a,
    input logic [W_FP_NUMBER-1:0]  in_b,
    output logic [W_FP_NUMBER-1:0] out_x,
    output logic 		   overflow,
    output logic 		   underflow,
    output logic 		   exception
    );
   logic 			   sign_of_a;
   logic 			   sign_of_b;
   logic 			   sign_of_x;
   logic [W_EXPONENT-1:0] 	   exponent_of_a;
   logic [W_EXPONENT-1:0] 	   exponent_of_b;
   logic [W_EXPONENT-1:0] 	   exponent_of_x;
   logic [W_EXPONENT:0] 	   exponent_of_x_result;
   logic 			   exponent_of_a_is_zero;
   logic 			   exponent_of_b_is_zero;
   logic [W_EXPONENT-1:0] 	   exponent_bias;
   logic [W_MANTISSA-1:0] 	   mantissa_of_a;
   logic [W_MANTISSA-1:0] 	   mantissa_of_b;
   logic [W_MANTISSA-1:0] 	   mantissa_of_x;
   logic [W_MANTISSA:0] 	   mantissa_of_a_extended;
   logic [W_MANTISSA:0] 	   mantissa_of_b_extended;
   assign sign_of_a		= in_a[W_FP_NUMBER-1];
   assign sign_of_b		= in_b[W_FP_NUMBER-1];
   assign exponent_bias         = {1'b0, {(W_EXPONENT-1){1'b1}}};
   assign exponent_of_a		= in_a[W_MANTISSA+:W_EXPONENT];
   assign exponent_of_b		= in_b[W_MANTISSA+:W_EXPONENT];
   assign exponent_of_a_is_zero = (exponent_of_a=='0);
   assign exponent_of_b_is_zero = (exponent_of_b=='0);
   assign exception             = (exponent_of_a=='1) | (exponent_of_b=='1);
endmodule  
`timescale 1ns/1ns
module FpMult
  #(
    parameter integer  W_MANTISSA = 8,
    parameter integer  W_EXPONENT = 8,
    localparam integer W_FP_NUMBER = W_MANTISSA + W_EXPONENT + 1  
    )
   (
    input logic [W_FP_NUMBER-1:0]  in_a,
    input logic [W_FP_NUMBER-1:0]  in_b,
    output logic [W_FP_NUMBER-1:0] out_x,
    output logic 		   overflow,
    output logic 		   underflow,
    output logic 		   exception
    );
   logic 			   round;
   logic 			   sign_of_a;
   logic 			   sign_of_b;
   logic 			   sign_of_x;
   logic [W_EXPONENT-1:0] 	   exponent_of_a;
   logic [W_EXPONENT-1:0] 	   exponent_of_b;
   logic [W_EXPONENT-1:0] 	   exponent_of_x;
   logic [W_EXPONENT:0] 	   exponent_of_x_result;
   logic 			   exponent_of_a_is_zero;
   logic 			   exponent_of_b_is_zero;
   logic [W_EXPONENT-1:0] 	   exponent_bias;
   logic [W_MANTISSA-1:0] 	   mantissa_of_a;
   logic [W_MANTISSA-1:0] 	   mantissa_of_b;
   logic [W_MANTISSA-1:0] 	   mantissa_of_x;
   logic [W_MANTISSA:0] 	   mantissa_of_a_extended;
   logic [W_MANTISSA:0] 	   mantissa_of_b_extended;
   logic 			   mantissa_mult_overflow;
   logic [(2*(W_MANTISSA+1))-1:0]  mantissa_mult_a_b;
   logic [(2*(W_MANTISSA+1))-1:0]  mantissa_mult_a_b_shifted;
   assign sign_of_a		= in_a[W_FP_NUMBER-1];
   assign sign_of_b		= in_b[W_FP_NUMBER-1];
   assign sign_of_x		= sign_of_a ^ sign_of_b;
   assign exponent_bias         = {1'b0, {(W_EXPONENT-1){1'b1}}};
   assign exponent_of_a		= in_a[W_MANTISSA+:W_EXPONENT];
   assign exponent_of_b		= in_b[W_MANTISSA+:W_EXPONENT];
   assign exponent_of_a_is_zero = (exponent_of_a=='0);
   assign exponent_of_b_is_zero = (exponent_of_b=='0);
   assign exception             = (exponent_of_a=='1) | (exponent_of_b=='1);
   assign exponent_of_x = exponent_of_x_result[W_EXPONENT-1:0];
   always_comb begin
      exponent_of_x_result  = (exponent_of_a + exponent_of_b) - exponent_bias;   
      if(mantissa_mult_overflow) 
	exponent_of_x_result += 1;
   end
   assign mantissa_of_a		 = in_a[W_MANTISSA-1:0];
   assign mantissa_of_b		 = in_b[W_MANTISSA-1:0];
   assign mantissa_of_a_extended = {~exponent_of_a_is_zero, mantissa_of_a}; 
   assign mantissa_of_b_extended = {~exponent_of_b_is_zero, mantissa_of_b}; 
   assign mantissa_mult_a_b      = mantissa_of_a_extended * mantissa_of_b_extended;
   assign mantissa_mult_overflow    = mantissa_mult_a_b[(2*(W_MANTISSA+1))-1];
   assign mantissa_mult_a_b_shifted = (mantissa_mult_overflow ? mantissa_mult_a_b : mantissa_mult_a_b<<1);
   assign round                     = |mantissa_mult_a_b_shifted[W_MANTISSA-1:0];
   assign zero                      = (mantissa_of_x=='0) & (~exception);
   always_comb begin
      mantissa_of_x = mantissa_mult_a_b_shifted[(W_MANTISSA+1)+:W_MANTISSA];
      if(round & mantissa_mult_a_b_shifted[W_MANTISSA])
	mantissa_of_x += 1;      
   end
   assign overflow  = (~zero & (exponent_of_x_result[W_EXPONENT] & ~exponent_of_x_result[W_EXPONENT-1]));
   assign underflow = (~zero & (exponent_of_x_result[W_EXPONENT] & exponent_of_x_result[W_EXPONENT-1]));
   always_comb begin
      if(exception)      out_x = '0;
      else if(zero)      out_x = {sign_of_x, {W_FP_NUMBER-1{1'b0}}};
      else if(overflow)  out_x = {sign_of_x, {W_EXPONENT{1'b1}}, {W_MANTISSA{1'b1}}};
      else if(underflow) out_x = {sign_of_x, {W_FP_NUMBER-1{1'b0}}};
      else               out_x = {sign_of_x, exponent_of_x, mantissa_of_x};
   end
endmodule  
`timescale 1ns/1ns
module FpProccessingElement
  #(
    parameter integer  W_MANTISSA = 8,
    parameter integer  W_EXPONENT = 8,
    localparam integer W_FP_NUMBER = W_MANTISSA + W_EXPONENT + 1  
    )
   (
    input logic 		   clk,
    input logic 		   rstn,
    input logic 		   set_zero,
    input logic 		   set,
    input logic [W_FP_NUMBER-1:0]  set_value,
    input logic [W_FP_NUMBER-1:0]  in_a,
    input logic [W_FP_NUMBER-1:0]  in_b,
    output logic [W_FP_NUMBER-1:0] out_x,
    output logic 		   overflow,
    output logic 		   underflow,
    output logic 		   exception
    );
   logic [W_FP_NUMBER-1:0] 	   mult_result;
   logic [W_FP_NUMBER-1:0] 	   adder_result;
   logic [W_FP_NUMBER-1:0] 	   partial_sum;
   assign out_x          = partial_sum;
   assign adder_overflow = adder_result;
   always_ff @(posedge clk or negedge rstn) begin
      if(~rstn)         partial_sum <= '0;
      else if(set_zero) partial_sum <= '0;
      else if(set)      partial_sum <= set_value;
      else              partial_sum <= adder_result;
   end
   FpMult
     #(.W_MANTISSA (W_MANTISSA),
       .W_EXPONENT (W_EXPONENT))
   Multiplier_inst
     (
      .in_a      (in_a),
      .in_b      (in_b),
      .out_x     (mult_result),
      .overflow  (overflow),
      .underflow (underflow),
      .exception (exception)
      );
   FpAdder
     #(.W_MANTISSA (W_MANTISSA),
       .W_EXPONENT (W_EXPONENT))
   Adder_inst
     (
      .in_a    (mult_result),
      .in_b    (partial_sum),
      .out_x   (adder_result)
      );
endmodule  
```
==> run summary <==
Results of the run.

The timing report gives the clock slew at the launch and capture registers of the worst setup and hold paths as 0.06 ns. The overall via count from detail_route is 3268. The routed via count divided by cell count is 4.92.

The via count of the first global-routing pass came to 2933. The run reported a max-capacitance violation count of 0. For this run, the leading register cell type out of synthesis is sky130_fd_sc_hd__dfrtp_1. The report lists the power per cell area as 147 nW/µm². The count of placed standard cells including taps is 660. Yosys reported that registers with async set or reset make up 100%. The warning count from the yosys run is 21. The synthesized chip area reported by yosys is 4060 µm². The netlist area before placement is 4060 µm². STA classifies the critical path startpoint as an input pin. The area taken by multi-input combinational cells is reported as 3290 µm². At the pin with the least slew margin, the transition time is 0.708 ns. The script reports the combined buffer and inverter count of the critical path as 6.

The sequential share of power is 6.4%. Per the post-route antenna check, the number of violating nets is 0. The final routed wirelength across all metal layers is 7720 µm.

The analysis reports a worst IR drop on VDD of 0.0761 mV. Relative to the synthesized area, the layout overhead comes to 21.5%. Walking the critical path from launch to capture passes 27 cell instances.

The synthesized area per cell is 8.72 µm². The tool warning count is 28. The flip-flop count of the largest register, all copies and words added is 17. The global routing report lists combined usage of all routing layers as 15.3%. For reference, the final report shows the max-slew violation count at 0.

Entering global routing, the biggest net connects 18 pins. The DRC marker count from the first detailed-route iteration is 83. The run finished with clean final reports. The clock root buffer is sky130_fd_sc_hd__clkbuf_8.

The final count of hold timing violations is 0. The number of optimization iterations in the first detailed-route pass is 5. The count of mapped cells out of synthesis is 466. The cell-internal power is 0.000345 W. The endpoint required time on the critical path is 12.64 ns. The switching power is 0.000379 W. Per Yosys stat, the portion of area used by sequential elements is 10.5%. The gate family responsible for the most delay along the worst path is adder cells.

The count of placed standard cells in the final layout, fillers left out is 664. The number of fill cells is 961. The count of state elements after synthesis is 17.

The accumulated negative setup slack is 0 ns. The final timing summary puts the cycle share of the worst path at 83.8%. The residual overflow from global routing is 0. TritonCTS created 3 clock buffers. The initial core utilization is 41.4%. After floorplanning, the core was divided into 36 placement rows.

The sequential cell area in the final layout is 425 µm². As logged by OpenROAD, the buffers inserted on ports number 71. The number of hold-repair buffers added at the cts stage is 0. The initial antenna violation count was 0. The first global-routing pass estimated 12800 µm of wire.

According to the floorplan report, the die height is 103 µm. The endpoint kind of the worst setup timing path is an output pin. The data arrival time at the worst-slack endpoint is 10.09 ns. The clock sink total is 17. The distinct cell type count after synthesis is 62.

The number of synthesized flops with an enable pin is 0. The count of buffers added by post-CTS timing repair for setup is 0. For the finished layout, the period the worst path requires is 13.25 ns.

The post-DP HPWL is 6750 µm. The share of post-route cells with drive strength above 1 is 3.77%. CTS reports a maximum clock tree buffer depth of 2. TritonCTS built the clock tree. According to the floorplan report, the total die area is 10600 µm².

In the routed design, unresolved DRC markers number 0. The routed design ends up with an antenna cell count of 0. For this run, the slowest stage of the critical path takes 0.53 ns. Counting only logic cells after layout, the most numerous master is sky130_fd_sc_hd__inv_1. The critical path class is input pin to output pin. The clock network burns 4.2% of the power. For this design, Yosys synthesis ends with a cell count of 466.

The largest registers in the layout are partial_sum (17). The share of total power dissipated in combinational logic is 89.4%. The width of the chip is 103 µm. The slowest stage of the critical path belongs to the cell sky130_fd_sc_hd__fa_1. In the final report, the number of endpoints failing setup comes to 0. 75 I/O pins were placed.

The switching part of the total is 52.3%. Per the cell usage report, the commonest logic cells after layout are 80 x sky130_fd_sc_hd__inv_1, 71 x sky130_fd_sc_hd__clkdlybuf4s50_1, 54 x sky130_fd_sc_hd__ha_1. The core region is 9820 µm².

Hold timing on the final database bottoms out at a slack of 3.34 ns. The leakage power total is 2.36 nW. The H-tree level count is 1. The upper clock frequency limit is 75.5 MHz. The min-delay analysis places its worst path in the category input pin to asynchronous set/reset pin. Setup repair after global routing left no endpoint under its margin.

After its last routability iteration, the placer logged a weighted congestion of 0.872. Post-CTS repair changed the size of 0 cells. The register with the most flip-flops is partial_sum. The script logs the mean routed wire length per placed instance as 11.6 µm. The remaining max-slew budget at the tightest pin is 52.7%. In this run the worst path has a maximum fanout of 10.
==> cells in the mapped netlist (all sizes together) (3+ instances only) <==
cell type / instances / area share [%]
inv: 80 / 7.4
ha: 54 / 17
and2: 51 / 7.9
fa: 51 / 25
nand2: 46 / 4.3
nor2b: 21 / 3.2
dfrtp: 17 / 10
a21oi: 15 / 2.0
o21ai: 14 / 1.8
nor2: 11 / 1.0
xnor2: 11 / 2.4
nand3: 9 / 1.1
nor4: 8 / 1.2
a21o: 7 / 1.3
clkbuf: 6 / 0.55
nor3: 6 / 0.86
xor2: 6 / 1.5
nand4: 5 / 0.77
a31oi: 4 / 0.77
buf: 4 / 0.65
mux2i: 3 / 1.0
nand3b: 3 / 0.55
==> cell type report <==
cell class | instances | share of cell area, %
multi-input combinational | 359 | 66.6
clock buffer | 4 | 0.913
sequential | 17 | 8.62
timing repair buffer | 71 | 14.4
inverter | 80 | 6.09
tap | 133 | 3.37
==> kinds of logic (layout without fill, tap and decap cells) <==
family,Yosys count,after routing,synth area share (%)
and+or+nand+nor,173,173,23.3
DFF,17,17,10.5
adders and majority gates,105,105,41.8
buffers and inverters,90,155,8.60
xor gates and xnor gates,17,17,3.85
AOI/OAI and AO/OA,61,61,10.9
muxes,3,3,1.05
==> through the flow <==
stage	power (W)	cell area [µm²]	util [%]	setup slack [ns]
2_1_floorplan	0.000578	4060	-	4.17
3_3_place_gp	0.000692	4890	49.8	2.56
3_5_place_dp	0.000697	4890	49.8	2.50
4_1_cts	0.000733	4930	50.3	2.49
5_1_grt	0.000820	4930	50.3	2.06
6_report	0.000725	4930	50.3	2.55
==> worst max-delay path by stage <==
stage	startpoint	to	slack, ns
CTS	in_b[14]	overflow	2.49
global route	in_b[10]	overflow	2.06
finish	in_b[15]	overflow	2.55
==> power by group through the flow <==
stage     clock [W]  sequential [W]  combinational [W]
5_1_grt   0.0000336       0.0000465           0.000740
4_1_cts   0.0000316       0.0000463           0.000655
6_report  0.0000304       0.0000462           0.000648
==> routing by layer <==
metal / share of wire (%) / GRT usage (%) / routed length (µm)
met1: 51 / 25.3 / 3920
met2: 44 / 24.3 / 3400
met3: 5.2 / 1.03 / 399
met4: 0 / 0.542 / 0
met5: 0 / 0 / 0
Power and IR drop assume default switching activity.
